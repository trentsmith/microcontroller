==> flow/config.mk <==
export PLATFORM = sky130hd
export DESIGN_NAME = instruction_fetch
export DESIGN_NICKNAME = instruction_fetch
export VERILOG_FILES = /design/flow/design.v
export SDC_FILE = /design/flow/constraint.sdc
export NUM_CORES = 4
export LEC_CHECK = 1
export CORE_AREA = 10 10 70 70
export DIE_AREA = 0 0 80 80
==> flow/run.sh <==
#!/bin/bash
# OpenROAD 26Q1-2900-gdf79404cd8, Yosys 0.63+post, stock flow scripts
make -C /OpenROAD-flow-scripts/flow DESIGN_CONFIG=/design/flow/config.mk WORK_HOME=/design/flow/orfs finish
==> flow/design.v <==
module instruction_fetch
(
				instruction_register,
				memory_data_register,
				program_counter,
				incremented_program_counter
);
input [15:0] memory_data_register;
input [7:0] program_counter;
output [15:0] instruction_register;
output [7:0] incremented_program_counter;
reg [15:0] instruction_register;
reg [7:0] incremented_program_counter;
always @(*)
begin
	incremented_program_counter<=program_counter+1;
	instruction_register<=memory_data_register;
end
endmodule 
==> flow/constraint.sdc <==
current_design instruction_fetch

set clk_period 1.7
set clk_io_pct 0.2

create_clock -name clk0 -period $clk_period

set non_clock_inputs [all_inputs -no_clocks]
set_input_delay [expr $clk_period * $clk_io_pct] -clock clk0 $non_clock_inputs
set_output_delay [expr $clk_period * $clk_io_pct] -clock clk0 [all_outputs]
==> out/results.ini <==
[outcome]
run_status=completed

[placement]
port_buffers=16
routabilityCongestion=0.762
place.detailed.hpwl_um=535
place_area_sq_um=372

[critical_path]
worst-path-buf-inv=2
worst-endpoint-arrival_ns=1.27
crit_path_max_incr_delay_ns=0.47
critical-path-slowest-cell=sky130_fd_sc_hd__clkdlybuf4s50_1
cp.required_ns=1.36
critical_path_peak_fanout=2
cp_num_cells=5
timing.setup.critical_path_class=in2out
startpoint=program_counter[6]
critPathCapture=incremented_program_counter[7]
end_kind=output port
critical_path.cell_chain=clkdlybuf4s50_1 > nand2_1 > nor3_2 > xor2_1 > buf_2
crit_path_start_kind=input port
worst_path_dominant_cell_family=buffers and inverters

[synth]
synth.cellmix.compoundShare_pct=0
simple_gate_share_pct=20.1
synth_area_sq_um=236
xor_area_share_pct=22.2
syn_area_per_cell_sq_um=7.39
post-synth-top-area-fraction_pct=50.8
synth-cells-yosys=32
netlist.top_cell.by_area=sky130_fd_sc_hd__buf_4
synthTopLogicFamily=buffers and inverters
synthesis.yosys.warnings=1
yosys_area_sq_um=236
area_leaders=sky130_fd_sc_hd__buf_4, sky130_fd_sc_hd__xnor2_1, sky130_fd_sc_hd__xor2_1
synth.area.mux_share_pct=0
synthesized_instance_count=32
synth_sequential_area_ratio_pct=0
synthAdderAreaFrac_pct=5.29
synth_cell_type_count=11

[floorplan]
floorplan.core_util_pct=6.92
die.size.y_um=80
dieArea_sq_um=6400
die-width_um=80
std_cell_rows=21
placeableCoreArea_sq_um=3420
top_level_ports=48

[layout]
clock_buffer_count=0
lay_top_count=sky130_fd_sc_hd__buf_4
final_layout_size_suffix_gt1_share_pct=44.7
nFlopsAndLatches=0
multiInputGateArea_sq_um=138
sequential_cell_area_sq_um=0
final_cell_mix=sky130_fd_sc_hd__buf_4, sky130_fd_sc_hd__dlygate4sd2_1, sky130_fd_sc_hd__clkdlybuf4s50_1
areaGrowthSynthToFinish_pct=64.6
fillers=397
postLayoutCellArea_sq_um=389

[timing]
whs_ns=0.680
grt_setup_unrepaired=no
maxSlewViolCount=0
final_hold_viol_count=0
slew_margin_rel_pct=90.4
post-route-min-period_ns=1.61
timing.final.setup_violations=0
finalClockPeriodUsage_pct=94.4
timing.fmax_mhz=623
worst_slew_pin_slew_ns=0.144

[routing]
drt_pre_antenna_iters=2
n_antenna_cell=0
final_antenna_violating_net_count=0
drt-initial-drc-count=2
detail_route.drc_violations=0
routed-via-count=209
avgViaCountPerCell=2.49
wl_per_cell_um=7.12
route.final.wire_length_um=598

[run]
openroad.warnings=32
maxCapViolCount=0

[global_routing]
wire_length_of_the_first_global_routing_pass_um=855
grt_pass1_vias=189
grt_usage_pct=1.57
maximum_number_of_pins_on_one_net_before_global_route_repair=4
global_route.overflow_total=0
antenna_violations_before_repair=0

[min_path]
min_path_type=in2out

[power_and_ir_drop]
irDropWorstVdd_v=0.0000182
leakage_nw=0.162
power_per_cell_area_nw_per_um2=181

[cts]
postCtsHoldBufs=0

## kinds of logic after synthesis
logic type                 count (synthesis)
buffers and inverters                     17
and+or+nand+nor                            8
xor gates and xnor gates                   6
adders and majority gates                  1
## stage by stage
| step | utilization (%) | std cells | TNS, ns | power (W) | worst slack, ns |
|---|---|---|---|---|---|
| 3_3_place_gp | 10.9 | 83 | -2.72 | 0.0000762 | -0.473 |
| 4_1_cts | 11.3 | 84 | 0 | 0.0000736 | 0.000293 |
| 3_5_place_dp | 10.9 | 83 | -2.76 | 0.0000760 | -0.477 |
| 2_1_floorplan | - | 32 | 0 | 0.0000344 | 0.627 |
| 6_report | 11.4 | 84 | 0 | 0.0000703 | 0.0949 |
| 5_1_grt | 11.4 | 84 | 0 | 0.0000789 | 0.0184 |
## power by group
group	switching, W	leakage, nW	internal, W
clock network	0	0	0
registers	0	0	0
logic	0.0000226	0.162	0.0000477
## Yosys cell counts
master                     n
sky130_fd_sc_hd__xnor2_1   3
sky130_fd_sc_hd__buf_4    16
sky130_fd_sc_hd__nand3_1   2
sky130_fd_sc_hd__nand2_1   2
sky130_fd_sc_hd__nor3_2    1
sky130_fd_sc_hd__nand3_2   1
sky130_fd_sc_hd__ha_1      1
sky130_fd_sc_hd__inv_1     1
sky130_fd_sc_hd__xor2_1    3
sky130_fd_sc_hd__and3_1    1
sky130_fd_sc_hd__nor2_1    1
## metal layers
layer	track usage [%]	wire [um]	vias up
li1	-	-	99
met2	2.65	229	15
met4	0.176	0	0
met3	0.909	135	0
met1	1.71	233	95
met5	0	0	-
## layout make-up
type	instances	share of cell area [%]
well taps	46	14.8
repair buffers	22	48.9
inverters	1	0.965
multi-input cells	15	35.4
## worst min path at each step
stage                                     from                       end  slack (ns)  depth (start not counted)
after CTS             memory_data_register[12]  instruction_register[12]        0.68                          0
after global routing   memory_data_register[0]   instruction_register[0]        0.68                          0
final                 memory_data_register[10]  instruction_register[10]        0.68                          0
## repair_timing
item / CTS / global route
pin swaps: 7 / 2
buffers inserted: 1 / 0
resized: 30 / 1
setup endpoints to repair: 7 / 2
endpoints found under the hold margin: 0 / 0
Power is estimated from default activity; no workload was simulated.
